==> design.v <==
module slave_apb ( 
                   output reg [ 8-1 : 0 ]   prdata, 			 
                   output reg                         pready, 			 
                   output reg                         pslverr,			 
		   input                	      penable,                   
                   input                	      pwrite, 			 
                   input 	         	      psel,  			 
                   input                              pclk,   			 
                   input                	      presetn, 			 
                   input      [ 8-1 : 0 ]   paddr,  			 
                   input      [ 8-1 : 0 ]   pwdata 			 
                   );
  parameter         IDLE    = 2'd0;              				 
  parameter         SETUP   = 2'd1;
  parameter         ENABLE  = 2'd2;
  reg   [ 2-1 : 0 ]   pre_state;   					 
  reg   [ 2-1 : 0 ]   nxt_state;
  reg   [ 8-1 : 0 ]    mem [ 0 : ((2**8)-1) ]; 		 
  reg   [ 8-1 : 0 ]    prdata_c;
  reg pready_c;
  reg pslverr_c;
  always @ ( posedge pclk or negedge presetn )
  	begin 
    	     if ( ! presetn )
      			pre_state <= IDLE;
    	     else 
      			pre_state <= nxt_state;
  	end 
  always @ ( * ) 
  	begin
    		prdata_c   = 8'd0;
    		pslverr_c  = 1'b0;
    	 	nxt_state  = IDLE;     
		case ( pre_state )
			IDLE   : begin  
          				if ( psel == 1 ) 
            					nxt_state = SETUP;
	        			else
          				     begin
            					nxt_state = IDLE;
  	        				prdata_c = 8'd0;
          				     end
        			end  
      		      SETUP  : begin  
          				nxt_state  = ENABLE;
        			end  
		     ENABLE : begin  
		      		    if(paddr <= 200)
          				begin
            					pslverr_c      = 1'b0;
						if ( psel == 1 )   
              						nxt_state    = SETUP;
            					else
              						nxt_state    = IDLE; 
	         				 if(!pwrite)      
              						prdata_c     = mem [ paddr ];
            					else 
	            					mem [paddr]  = pwdata;
            					if(((^prdata_c == 1'b0) || (^prdata_c == 1'b1))&& (pwrite == 1'b0))
             					 		pslverr_c    = 1'b0;
            					else
              						  	pslverr_c    = 1'b1;
          			        end  
				else
				        pslverr_c     = 1'b0;
        		     end  
                  default : nxt_state = IDLE;
    endcase
  end  
  always @ ( posedge pclk or negedge presetn)
 	 begin
    		if ( ! presetn)
    			begin
      				prdata    <= 8'b0;
      				pslverr   <= 1'b0;
    			end  
    	     else
      		   if ( ( pre_state == ENABLE ) )
      			begin
        			prdata  <= prdata_c;
        			pready  <= $random;
        			pslverr <= 1'b0;
      			end
  	end
endmodule
==> run.sh <==
#!/bin/bash
# OpenROAD 26Q1-2900-gdf79404cd8, Yosys 0.63+post, stock flow scripts
make -C /OpenROAD-flow-scripts/flow DESIGN_CONFIG=/design/flow/config.mk WORK_HOME=/design/flow/orfs finish
==> config.mk <==
export PLATFORM = sky130hd
export DESIGN_NAME = slave_apb
export DESIGN_NICKNAME = slave_apb
export VERILOG_FILES = /design/flow/design.v
export SDC_FILE = /design/flow/constraint.sdc
export NUM_CORES = 4
export LEC_CHECK = 1
export CORE_UTILIZATION = 40
==> constraint.sdc <==
current_design slave_apb

set clk_period 1.6
set clk_io_pct 0.2

create_clock -name clk0 -period $clk_period [get_ports {pclk}]

set non_clock_inputs [all_inputs -no_clocks]
set_input_delay [expr $clk_period * $clk_io_pct] -clock clk0 $non_clock_inputs
set_output_delay [expr $clk_period * $clk_io_pct] -clock clk0 [all_outputs]
==> run summary <==
fresh numbers from the pnr run: register pins left without a clock slightly above 2000, ys flops 2059, Least-Margin Pin Slew about 1600 ps, overall power 12.8 mW, RSZ-0062 raised after global routing yes, Worst EP arrival 3350 ps, clk latency of the worst-skew pair 270 ps, post-DP HPWL 294000 um, CTS tree yes, dominant logic cell types in the final layout dlxtn_1 (2048), buf_4 (1009), nand3_1 (750), instance count on the critical path 12, P_leak ~31 nW, Critical Path Fanout Max 9, crit end category register, antenna-violating nets left 0, Mapped Cells 5495, layout cell share with drive strength beyond 1 0.245, fmax about 310 MHz, number of flops mapped to enable cells by yosys 0, crit-path cells buf_12 -> buf_4 -> or4_1 -> buf_12 -> buf_4 -> nor2_1 -> a32oi_2 -> nand4_1 -> or3_4 -> nor4_4 -> clkbuf_16 -> a31oi_4, CTS Buf Count 3, CTS Root Cell clkbuf_16, status finished with violations, starting density of the core 0.404, Tmin final 3200 ps, R2R cell count 8, library cells used by synthesis between 90 and 100, dominant logic cell type in the layout dlxtn_1, top area contributor share 0.594, GRT overflow 0, mean post-synth cell area 9.41 um2, largest net degree at the start of global routing 169, H-tree lvl count 1, post-route setup slack -1600 ps, P per Cell Area ~190 mW/mm2, gr usage total 0.630, Synth async-reset ratio 0.00534, largest stage delay on the critical path around 480 ps, vias in the first global route 53821, main flop type dlxtn_1, Tool Warnings 46, Required @ worst endpoint 1750 ps, buffer and inverter count on the worst path 5, slew margin rel. -0.0421, Min-Delay Startpoint pre_state[2], I/O Pins 31, # Cells Yosys 5495, CP top delay family simple AND/OR/NAND/NOR gates, final setup fails 11, die span in x 362 um, initial DRC count 8109, Worst setup startpoint paddr[1], Yosys Chip Area a little over 0.05 mm2, Final Skew 15.8 ps, Final Hold Fails 0, Die Ht ~360 um, I/O Buffers 27, Setup CP Type input pin to register, Syn. warnings 4, vias per cell 6.95, routed len/inst 47.1 um, Worst setup SP type input pin, final hold slack 361 ps, initial antenna violation count 91, clk slew on worst S/H paths 70 ps, clock buffer depth 2, # DRC 0, max_cap viols 2, core box area between 0.1 and 0.15 mm2, failing checks capacitance limit, slew limit, setup timing, final max-slew violation count 18, Synth Cell Area 0.0517 mm2, TritonRoute pass-1 iters 9, die footprint around 0.13 mm2, biggest area cells dlxtn_1 (59%), nand3_1 (7.3%), a22oi_1 (6.3%), Area Growth Syn to Fin 33.1%, Slowest-stage cell, CP nor4_4, number of unconstrained endpoints 2048, worst hold path type register to register, Synth area leader dlxtn_1, Reg2Reg Launch Point prdata[1], cts hold-fix bufs 0, GP Congestion 1.22, Hold Path Stages 0, routed wire length 405000 um, vias post-DR ~60000, share of the clock period used by the worst path after layout 2.00, std cell rows about 130, global-route wire length before repair 516000 um, VDD IR max ~0.32 mV
==> cell type report <==
class,instances,area [um2]
diodes,135,338
clock buffers,3,75.1
flip-flops and latches,2059,31000
inverters,9,33.8
repair buffers,1341,13500
well taps,1662,2080
clock inverters,1,5.00
fillers,11061,59000
multi-input cells,3386,21800
==> power by group <==
group          switching (mW)  total, mW  leakage [nW]  internal (mW)
Sequential              0.683       4.34          16.8           3.66
Combinational            5.44       7.92          13.8           2.48
Clock                   0.221      0.558        0.0421          0.337
Total                    6.34       12.8          30.7           6.47
==> kinds of logic (layout without fill, tap and decap cells) <==
group / after synthesis / after routing / share of synthesized area
compound gates: 1233 / 1233 / 0.170
xor+xnor: 5 / 5 / 0.000847
buf+inv: 490 / 1354 / 0.0455
flops: 11 / 11 / 0.00535
latches: 2048 / 2048 / 0.594
mux: 10 / 10 / 0.00211
other cells: 2 / 577 / 0.000145
simple gates: 1696 / 1696 / 0.181
==> cells in the mapped netlist, types with 16 or more instances <==
cell	number
a31oi_1	22
o21ai_0	125
a32o_1	25
dlxtn_1	2048
nor2_1	161
nor2b_1	16
o21ai_1	16
nand3_2	30
a222oi_1	32
nor3_1	46
nand4_1	221
buf_6	32
a221oi_1	17
nor4_1	91
and3_1	27
or4_1	31
o211ai_1	28
buf_4	20
nand2_1	187
clkbuf_1	195
nand3_1	757
buf_2	159
a32oi_1	77
a21oi_1	146
a22oi_1	432
o22ai_1	143
buf_1	75
a211oi_1	30
o2111ai_1	25
a22o_1	29
==> path summary, 6_finish.rpt <==
| check | to | slack [ps] |
|---|---|---|
| min in group asynchronous | prdata[1] | 410 |
| worst max register to register | prdata[1] | -1200 |
| max in group asynchronous | pre_state[0] | 920 |
| worst min-delay path | pre_state[1] | 360 |
| worst min register to register | pre_state[1] | 360 |
| worst max-delay path | prdata[6] | -1600 |
==> sequential cells by signal (all words and copies together), names as in the netlist <==
signal     cells
pre_state      3
mem         2048
prdata         8
==> layer usage <==
metal / track usage / part of all wire / up-vias
met5: 0.181 / 0.0070 / -
met4: 0.524 / 0.11 / 88
met3: 0.493 / 0.19 / 2101
met2: 0.763 / 0.36 / 6241
met1: 0.694 / 0.32 / 28620
li1: - / - / 22658
==> per-stage QoR <==
step | util | TNS [ps] | instances | area (um2) | worst slack [ps]
2_1_floorplan | - | -7670 | 5935 | 53600 | -1020
6_report | 0.538 | -12270 | 8596 | 68800 | -1600
4_1_cts | 0.523 | -11480 | 8385 | 66800 | -1480
3_5_place_dp | 0.505 | -19850 | 8300 | 64600 | -2690
3_3_place_gp | 0.505 | -20080 | 8300 | 64600 | -2730
5_1_grt | 0.537 | -11680 | 8513 | 68600 | -1460
==> repair_timing <==
action	CTS	global route
endpoints found under the setup margin	16	15
pin swaps	86	82
setup buffers	78	74
gates resized	264	192
endpoints found under the hold margin	0	0
gates cloned	6	8
Power figures rest on the tool's default switching activity, not on a simulated workload.
